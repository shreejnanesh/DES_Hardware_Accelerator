==> flow/run.sh <==
#!/bin/bash
# OpenROAD 26Q1-2900-gdf79404cd8, Yosys 0.63+post, stock flow scripts
make -C /OpenROAD-flow-scripts/flow DESIGN_CONFIG=/design/flow/config.mk WORK_HOME=/design/flow/orfs finish
==> flow/constraint.sdc <==
current_design keygen

set clk_period 1.0
set clk_io_pct 0.2

create_clock -name clk0 -period $clk_period [get_ports {clk}]

set non_clock_inputs [all_inputs -no_clocks]
set_input_delay [expr $clk_period * $clk_io_pct] -clock clk0 $non_clock_inputs
set_output_delay [expr $clk_period * $clk_io_pct] -clock clk0 [all_outputs]
==> flow/config.mk <==
export PLATFORM = sky130hd
export DESIGN_NAME = keygen
export DESIGN_NICKNAME = keygen
export VERILOG_FILES = /design/flow/design.v
export SDC_FILE = /design/flow/constraint.sdc
export NUM_CORES = 4
export LEC_CHECK = 1
export CORE_AREA = 10 10 323 323
export DIE_AREA = 0 0 333 333
==> flow/design.v <==
`timescale 1ns/10ps
module keygen(clk,key_in,K1,K2,K3,K4,K5,K6,K7,K8,K9,K10,K11,K12,K13,K14,K15,K16);
	input clk;
	input [0:63] key_in;
	output [0:47] K1,K2,K3,K4,K5,K6,K7,K8,K9,K10,K11,K12,K13,K14,K15,K16;
	reg [0:55] K;
	wire [0:47] K1,K2,K3,K4,K5,K6,K7,K8,K9,K10,K11,K12,K13,K14,K15,K16;
always@(posedge clk)
 begin 
 	K={key_in[57],key_in[49],key_in[41],key_in[33],key_in[25],key_in[17],key_in[9]
         ,key_in[1],key_in[58],key_in[50],key_in[42],key_in[34],key_in[26],key_in[18]
          ,key_in[10],key_in[2],key_in[59],key_in[51],key_in[43],key_in[35],key_in[27]
           ,key_in[19],key_in[11],key_in[3],key_in[60],key_in[52],key_in[44],key_in[36]
           ,key_in[63],key_in[55],key_in[47],key_in[39],key_in[31],key_in[23],key_in[15]
           ,key_in[7],key_in[62],key_in[54],key_in[46],key_in[38],key_in[30],key_in[22]
           ,key_in[14],key_in[6],key_in[61],key_in[53],key_in[45],key_in[37],key_in[29]
            ,key_in[21],key_in[13],key_in[5],key_in[28],key_in[20],key_in[12],key_in[4]};
 end
assign K16={K[47],	K[11],	K[26],	K[3], K[13],	K[41],
	K[27],	K[6],	K[54],	K[48],	K[39],	K[19],
	K[53],	K[25],	K[33],	K[34],	K[17],	K[5],
	K[4],	K[55],	K[24],	K[32],	K[40],	K[20],
	K[36],	K[31],	K[21],	K[8],	K[23],	K[52],
	K[14],	K[29],	K[51],	K[9],	K[35],	K[30],
	K[2],	K[37],	K[22],	K[0],	K[42],	K[38],
	K[16],	K[43],	K[44],	K[1],	K[7],	K[28] };
assign K15={K[54],K[18],K[33],K[10],K[20],K[48],
	K[34],K[13],K[4],K[55],K[46],K[26],
	K[3],K[32],K[40],K[41],K[24],K[12],
	K[11],K[5],K[6],K[39],K[47],K[27],
	K[43],K[38],K[28],K[15],K[30],K[0],
	K[21],K[36],K[31],K[16],K[42],K[37],
	K[9],K[44],K[29],K[7],K[49],K[45],
	K[23],K[50],K[51],K[8],K[14],K[35]};
assign K14={K[11],K[32],K[47],K[24],K[34],K[5],
	K[48],K[27],K[18],K[12],K[3],K[40],
	K[17],K[46],K[54],K[55],K[13],K[26],
	K[25],K[19],K[20],K[53],K[4],K[41],
	K[2],K[52],K[42],K[29],K[44],K[14],
	K[35],K[50],K[45],K[30],K[1],K[51],
	K[23],K[31],K[43],K[21],K[8],K[0],K[37],
	K[9],K[38],K[22],K[28],K[49]};
assign K13={K[25],K[46],K[4],K[13],K[48],
	K[19],K[5],K[41],K[32],K[26],
	K[17],K[54],K[6],K[3],K[11],
	K[12],K[27],K[40],K[39],K[33],
	K[34],K[10],K[18],K[55],K[16],
	K[7],K[1],K[43],K[31],K[28],
	K[49],K[9],K[0],K[44],K[15],
	K[38],K[37],K[45],K[2],K[35],
	K[22],K[14],K[51],K[23],K[52],
	K[36],K[42],K[8]};
assign K12={K[39],K[3],K[18],K[27],K[5],
	K[33],K[19],K[55],K[46],K[40],
	K[6],K[11],K[20],K[17],K[25],
	K[26],K[41],K[54],K[53],K[47],
	K[48],K[24],K[32],K[12],K[30],
	K[21],K[15],K[2],K[45],K[42],
	K[8],K[23],K[14],K[31],K[29],
	K[52],K[51],K[0],K[16],K[49],
	K[36],K[28],K[38],K[37],K[7],
	K[50],K[1],K[22]};
assign K11={K[53],K[17],K[32],K[41],K[19],K[47],
	K[33],K[12],K[3],K[54],K[20],K[25],
	K[34],K[6],K[39],K[40],K[55],K[11],
	K[10],K[4],K[5],K[13],K[46],K[26],
	K[44],K[35],K[29],K[16],K[0],K[1],
	K[22],K[37],K[28],K[45],K[43],K[7],
	K[38],K[14],K[30],K[8],K[50],K[42],
	K[52],K[51],K[21],K[9],K[15],K[36]};
assign K10={K[10],K[6],K[46],K[55],K[33],K[4],
	K[47],K[26],K[17],K[11],K[34],K[39],
	K[48],K[20],K[53],K[54],K[12],K[25],
	K[24],K[18],K[19],K[27],K[3],K[40],
	K[31],K[49],K[43],K[30],K[14],K[15],
	K[36],K[51],K[42],K[0],K[2],K[21],
	K[52],K[28],K[44],K[22],K[9],K[1],
	K[7],K[38],K[35],K[23],K[29],K[50]};
assign K9={K[24],K[20],K[3],K[12],K[47],K[18],
	K[4],K[40],K[6],K[25],K[48],K[53],
	K[5],K[34],K[10],K[11],K[26],K[39],
	K[13],K[32],K[33],K[41],K[17],K[54],
	K[45],K[8],K[2],K[44],K[28],K[29],
	K[50],K[38],K[1],K[14],K[16],K[35],
	K[7],K[42],K[31],K[36],K[23],K[15],
	K[21],K[52],K[49],K[37],K[43],K[9]};
assign K8={K[6],K[27],K[10],K[19],K[54],K[25],
	K[11],K[47],K[13],K[32],K[55],K[3],
	K[12],K[41],K[17],K[18],K[33],K[46],
	K[20],K[39],K[40],K[48],K[24],K[4],
	K[52],K[15],K[9],K[51],K[35],K[36],
	K[2],K[45],K[8],K[21],K[23],K[42],
	K[14],K[49],K[38],K[43],K[30],K[22],
	K[28],K[0],K[1],K[44],K[50],K[16]};
assign K7={K[20],K[41],K[24],K[33],K[11],K[39],
	K[25],K[4],K[27],K[46],K[12],K[17],
	K[26],K[55],K[6],K[32],K[47],K[3],
	K[34],K[53],K[54],K[5],K[13],K[18],
	K[7],K[29],K[23],K[38],K[49],K[50],
	K[16],K[0],K[22],K[35],K[37],K[1],
	K[28],K[8],K[52],K[2],K[44],K[36],
	K[42],K[14],K[15],K[31],K[9],K[30]};
assign K6={K[34],K[55],K[13],K[47],K[25],K[53],
	K[39],K[18],K[41],K[3],K[26],K[6],
	K[40],K[12],K[20],K[46],K[4],K[17],
	K[48],K[10],K[11],K[19],K[27],K[32],
	K[21],K[43],K[37],K[52],K[8],K[9],
	K[30],K[14],K[36],K[49],K[51],K[15],
	K[42],K[22],K[7],K[16],K[31],K[50],
	K[1],K[28],K[29],K[45],K[23],K[44]};
assign K5={K[48],K[12],K[27],K[4],K[39],K[10],
	K[53],K[32],K[55],K[17],K[40],K[20],
	K[54],K[26],K[34],K[3],K[18],K[6],
	K[5],K[24],K[25],K[33],K[41],K[46],
	K[35],K[2],K[51],K[7],K[22],K[23],
	K[44],K[28],K[50],K[8],K[38],K[29],
	K[1],K[36],K[21],K[30],K[45],K[9],
	K[15],K[42],K[43],K[0],K[37],K[31]};
assign K4={K[5],K[26],K[41],K[18],K[53],
	K[24],K[10],K[46],K[12],K[6],
	K[54],K[34],K[11],K[40],K[48],
	K[17],K[32],K[20],K[19],K[13],
	K[39],K[47],K[55],K[3],K[49],
	K[16],K[38],K[21],K[36],K[37],
	K[31],K[42],K[9],K[22],K[52],
	K[43],K[15],K[50],K[35],K[44],
	K[0],K[23],K[29],K[1],K[2],
	K[14],K[51],K[45]};
assign K3={K[19],K[40],K[55],K[32],K[10],K[13],
	K[24],K[3],K[26],K[20],K[11],K[48],
	K[25],K[54],K[5],K[6],K[46],K[34],
	K[33],K[27],K[53],K[4],K[12],K[17],
	K[8],K[30],K[52],K[35],K[50],K[51],
	K[45],K[1],K[23],K[36],K[7],K[2],
	K[29],K[9],K[49],K[31],K[14],K[37],
	K[43],K[15],K[16],K[28],K[38],K[0]};
assign K2={K[33],K[54],K[12],K[46],K[24],K[27],
	K[13],K[17],K[40],K[34],K[25],K[5],
	K[39],K[11],K[19],K[20],K[3],K[48],
	K[47],K[41],K[10],K[18],K[26],K[6],
	K[22],K[44],K[7],K[49],K[9],K[38],
	K[0],K[15],K[37],K[50],K[21],K[16],
	K[43],K[23],K[8],K[45],K[28],K[51],
	K[2],K[29],K[30],K[42],K[52],K[14]};
assign K1={K[40],K[4],K[19],K[53],K[6],K[34],K[20],K[24],K[47],
	K[41],K[32],K[12],K[46],K[18],K[26],K[27],K[10],K[55],
	K[54],K[48],K[17],K[25],K[33],K[13],K[29],K[51],K[14],
	K[1],K[16],K[45],K[7],K[22],K[44],K[2],K[28],K[23],
	K[50],K[30],K[15],K[52],K[35],K[31],K[9],K[36],K[37],
	K[49],K[0],K[21]};
endmodule
==> impl_metrics.toml <==
# generated from flow reports
[run_status]
status = "finished with violations"
failed_checks = "setup timing"

[critical_path]
critical_path.cell_chain = "buf_12 -> buf_12 -> buf_6 -> buf_6"
critPathMaxStageDelay_ps = 400
startpoint_type = "flip-flop"
data_arrival_time_at_the_worst_slack_endpoint_ps = 1210
biggest_fanout_along_the_worst_timing_path = 3
critical_path_endpoint = "K3[17]"
setup.worst_path.end_class = "output pin"
path_delay_family = "buffers and inverters"
setup.worst_path.class = "flip-flop to output pin"
worst_ep_required_time_ps = 800
cp-startpoint = "K[34]"
cp_slowest_cell = "dfxtp_4"
critPathBufInv = 4
crit_path_cell_count = 4

[cts]
cts.root.buffer_cell = "clkbuf_16"
clock_tree.buffer_depth = 2
cts_made_buffers = 5
clock_sinks = 56
h-tree-depth = 2
clock_tree_from_tritoncts = "built"
clk_transition_reported_paths_ps = 80

[synthesis]
post_synth.cell_area_avg_um2 = 8.42
post_synth_inst_count = 768
synthesis.yosys.warnings = 1
synth_sequential_area_ratio = 0.173
ys_cells = 768
synth_area_um2 = 6470
synth_cell_type_count = 2
synth-area-yosys_um2 = 6470
postSynthRegisterBits = 56

[final_layout]
areaGrowthSynthToFinish_pct = 178
area.combinational_um2 = 0
drive_above_1_share = 0.955
stdcell_area_um2 = 18000
finalCoreUtilization = 0.185
largest_reg_flops = 56
nFillCells = 10200
logic_gates = 0
finish.cell_count_without_fillers = 2539

[placement]
placement.io_buffers = 824
place_area_um2 = 12300
hpwl_after_dpl_mm = 31.0
dpl_worst_slack_ps = -346
place_congestion = 0.688
dp.cells = 2238

[routing]
drt_iter0_drc = 191
insertedDiodeCount = 0
drt_drc_violations_left = 0
detailedRoute.firstPassIterationCount = 4
route.antenna.remaining_nets = 0
route.detailed.wl_per_inst_um = 22.8
routed_via_density = 2.43
num_vias = 6181
routed_wl_mm = 57.9

[floorplan]
die_height_um = 333
ports_placed_on_the_boundary = 833
fp_util = 0.0667
die_width_um = 333
num_rows = 114
chip_area_um2 = 111000
core_um2 = 97000

[global_routing]
antenna_found_initial = 0
grt.total_usage = 0.0955
first_global_vias = 7171
grt-ovfl-total = 0
grt_pass1_wl_mm = 73.2
grt_start_max_net_pins = 17

[pwr]
leakagePower_nw = 8.27
ir_drop_v = 0.000593
p_total_mw = 11.7
p_per_area_nw_per_um2 = 651

[timing]
shortest_clock_period_the_worst_path_allows_after_layout_ps = 1410
setup_tns_ps = -186540
final_tally_of_max_slew_violations = 0
finalClockPeriodUsage = 1.41
final_hold_viol_count = 0
actual_slew_at_the_worst_max_slew_pin_ps = 164
setup_viol = 768
fin_worst_hold_slack_ps = 288
grt_setup_unrepaired = "yes"
max-slew-margin-rel = 0.891
smallest_setup_slack_after_layout_ps = -413
achievable-frequency_mhz = 708

[run]
drv_cap = 0
total_number_of_warnings_across_the_stage_logs = 35

[worst_hold_path]
hold_path_depth = 1
hold_class = "input pin to flip-flop"
logic make-up after synthesis:
group / after synthesis / synth area share
flip-flops: 56 / 0.173
buffers and inverters: 712 / 0.827
repair_timing:
item,4_1_cts,5_1_grt
hold buffers,0,0
gates resized,3502,144
pin swaps,0,0
endpoints found under the setup margin,768,768
buffers inserted,287,21
cloned,52,0
cells in the mapped netlist:
cell	count	area (um^2)
buf_4	712	5350
dfxtp_1	56	1120
cell type report:
cell class / instances / area, um^2 / share of cell area
clock inverter: 2 / 10.0 / 0.000557
clock buffer: 6 / 139 / 0.00773
tap: 1276 / 1600 / 0.0889
timing repair buffer: 1199 / 14900 / 0.829
sequential: 56 / 1330 / 0.0738
how the worst min path moves through the flow:
stage	slack [ps]	start	end
CTS	250	key_in[26]	K[12]
global route	260	key_in[9]	K[6]
finish	290	key_in[12]	K[54]
where the power goes:
part,switching [mW],leakage [nW],internal [mW]
Clock,0.999,0.0766,0.996
Sequential,0.262,0.491,2.30
Combinational,2.12,7.70,5.01
Total,3.38,8.27,8.30
layer usage:
layer | GRT usage | vias to the layer above | part of all wire
met5 | 0 | - | 0
met4 | 0.00950 | 0 | 0.017
met3 | 0.0344 | 29 | 0.087
met2 | 0.160 | 505 | 0.48
met1 | 0.120 | 3032 | 0.42
li1 | - | 2615 | -
layout by cell type (no fill, tap or decap):
cell	count
buf_6	926
buf_12	91
buf_8	90
clkdlybuf4s50_1	56
dfxtp_4	54
buf_16	24
clkbuf_2	6
clkbuf_16	5
buf_2	4
dfxtp_2	2
clkinv_2	2
clkbuf_8	1
clkdlybuf4s15_1	1
buf_4	1
Power is estimated from default activity; no workload was simulated.
